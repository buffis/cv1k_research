==> design.v <==
module cv1k(
	input reset,
	input clock,                  
	input clock2,                 
	input cs4,                    
	input cs5,                    
	input cs6,                    
	input sh3_rd,                 
	input sh3_we,                 
	output sh3_wait,              
	output reg u2_ce,             
	output reg u2_re,             
	output reg u2_we,             
	input eeprom_do,              
	input eeprom_tirq,            
	output reg eeprom_di,         
	output reg eeprom_clock,      
	output reg eeprom_ce,         
	output reg eeprom_foe,        
	input audio_play,             
	output reg audio_cs,          
	output audio_reset,           
	output blitter_out,           
	output global_clr,            
	output reg eeprom_is_output,  
	input global_oe,              
	inout [3:0]data,              
	input [1:0]addr_high,         
	input [1:0]addr_low,          
	input a2                      
	);
	reg device_ready;
  	always @(posedge clock, negedge reset) begin
		if (!reset) device_ready <= 1'b0;
		else if (!cs4 && addr_high == 2'b11 && addr_low == 2'b10 && data == 4'b1110) begin
			device_ready <= 1'b1;
		end
	end
	assign audio_reset = device_ready;
	assign sh3_wait = 1'b1;
	assign global_clr = 1'b0;
	assign blitter_out = cs6;
	reg [3:0]eeprom_data_out = 4'b1110;
	assign data = global_oe ? eeprom_data_out : 4'bZ;
	always @(sh3_rd, sh3_we, cs4, addr_high) begin
		case (addr_high)
			2'b01: begin
				audio_cs = cs4;
				u2_re = 1'b1;
				u2_we = 1'b1;
				eeprom_is_output = 1'b0;
			end
			2'b00: begin	
				audio_cs = 1'b1;
				u2_re = sh3_rd | cs4;
				u2_we = sh3_we | cs4;
				eeprom_is_output = 1'b0;
			end
			2'b11: begin
				audio_cs = 1'b1;
				u2_re = 1'b1;
				u2_we = 1'b1;
				eeprom_is_output = !(sh3_rd | cs4);
			end
			default: begin  
				audio_cs = 1'b1;
				u2_re = 1'b1;
				u2_we = 1'b1;
				eeprom_is_output = 1'b0;
			end
		endcase
	end
	always @(posedge clock, negedge reset) begin
		if (!reset) begin
			eeprom_di    <= 1'b0;
			eeprom_ce    <= 1'b0;
			eeprom_clock <= 1'b0;
			eeprom_foe   <= 1'b1;
			u2_ce        <= 1'b1;
		end else begin
			eeprom_data_out[0] = eeprom_do;
			if (!cs4 && addr_high == 2'b11) begin				
				case(addr_low)
					2'b11: u2_ce <= !data[0];
					2'b01: begin
						eeprom_foe <= 1'b0;
						if (!sh3_we) begin
							eeprom_ce    <= data[2];
							eeprom_clock <= data[1];
							eeprom_di    <= data[0];
						end
					end
				endcase
			end
		end
	end
endmodule
==> run.sh <==
#!/bin/bash
# OpenROAD 26Q1-2900-gdf79404cd8, Yosys 0.63+post, stock flow scripts
make -C /OpenROAD-flow-scripts/flow DESIGN_CONFIG=/design/flow/config.mk WORK_HOME=/design/flow/orfs finish
==> config.mk <==
export PLATFORM = sky130hd
export DESIGN_NAME = cv1k
export DESIGN_NICKNAME = cv1k
export VERILOG_FILES = /design/flow/design.v
export SDC_FILE = /design/flow/constraint.sdc
export NUM_CORES = 4
export LEC_CHECK = 1
export CORE_AREA = 10 10 70 70
export DIE_AREA = 0 0 80 80
==> constraint.sdc <==
current_design cv1k

set clk_period 1.0
set clk_io_pct 0.2

create_clock -name clk0 -period $clk_period [get_ports {clock}]

set non_clock_inputs [all_inputs -no_clocks]
set_input_delay [expr $clk_period * $clk_io_pct] -clock clk0 $non_clock_inputs
set_output_delay [expr $clk_period * $clk_io_pct] -clock clk0 [all_outputs]
==> run notes <==
Figures from the flow reports.

Clock network:
- The run puts the number of buffers added by the clock tree synthesis step at 3.
- The run puts the number of levels in the clock H-tree at 1.
- For this design, the sink count on the clock tree is 6.
- The run gives the clock tree from TritonCTS as done.
- The run gives the source-to-sink clock delay at the later pin of the worst-skew pair as 0.24 ns.
- The run gives the post-cts hold buffer count as 0.
- The longest clock path from root to sink contains 2 buffers.
- The run gives the clock root buffer as clkbuf_4.
- The run puts the clock transition at the registers of the reported paths at approximately 0.040 ns.

Worst setup path:
- STA classifies the critical path startpoint as an input port.
- STA lists the startpoint of the worst register-to-register path as data[0]$_DFFE_PP_.
- Looking at the reg2reg group, the worst path ends at device_ready$_DFFE_PN0P_.
- The run gives the critical path required time as 0.80 ns.
- STA classifies the critical path endpoint as an output port.
- The run gives the delay of the slowest cell on the worst path as 0.50 ns.
- The run puts the highest net fanout along the worst path at 4.
- The run gives the data arrival at the endpoint of the critical path as 0.93 ns.
- The critical path's slowest stage uses the library cell or4_4.
- The critical path in this run is classified as input port to output port.
- Traced cell by cell, the critical path runs through buf_8 > or4_4 > buf_2.
- The run puts the setup slack on the worst flop-to-flop path at -0.01 ns.
- The run puts the number of cells on the worst reg-to-reg path at 2.

Logic synthesis:
- The run puts the share of synthesized area occupied by flip-flops and latches at 0.452.
- The run puts the number of different library cells in the post-synthesis netlist at 18.
- The average instance in the mapped netlist occupies 10.9 um^2.
- The run gives the synthesized area as roughly 350 um^2.
- The run puts the number of warnings reported in the yosys synthesis log at 2.
- Once synthesis finished, the tally of register bits stood at 6.
- The run gives the gate count of the mapped netlist as 32.
- The run puts the yosys stat cell total at 32.
- The run puts the yosys-reported design area after synthesis at 349 um^2.

Flow run:
- The run gives the number of maximum-capacitance violations as 0.
- The run puts the OpenROAD warning count at 34.

Finish:
- The run puts the post-route core utilization at 0.201.
- The run puts the multi-input combinational cell area at 181 um^2.
- The run gives the count of filler cells inserted in the layout as between 300 and 400.
- The run puts the sequential cell area at roughly 160 um^2.
- The run gives the share of layout cells above drive strength 1 as 0.656.
- The run gives the synthesis-to-finish area growth as 97.1%.
- The finished layout holds about 110 standard cells, fillers aside.
- Leaving out fill and tap cells, the most frequent cells in the layout are buf_2 (11), buf_4 (9), conb_1 (5), buf_6 (5).
- The run gives the most numerous logic cell after layout as buf_2.

Run status:
- The flow ran to the end, but the final reports show violations.
- The final reports fail on negative setup slack.

Placed design:
- Once placement completed, the tool counted placed cells totaling about 100.
- At the end of routability-driven placement, the weighted congestion stood at ~0.78.
- The run puts the post-DP HPWL at 931 um.
- The run gives the number of buffers added on ports as 19.

Die:
- The run gives the fraction of the core area occupied by cells at floorplan as 0.102.
- From bottom edge to top edge, the die measures around 80 um.
- During I/O placement, the number of pins put on the boundary was 34.
- The run gives the width of the die as 80 um.
- The run gives the placeable core area as ~3400 um^2.
- According to the floorplan report, the total die area is approximately 6400 um^2.
- The floorplan has 21 rows.

Drt:
- Per the detail_route report, routed wire per instance is between 10 and 15 um.
- The routed design shows a via density per instance of 3.14.
- For this run, design rule violations remaining after detail routing come to 0.
- The run gives the initial DRC count as 6.
- The run puts the total wire length after detailed routing at 1130 um.
- The run puts the detailed-router iteration count before antenna repair at 2.
- The run puts the total via count in the routed design at approximately 350.
- The run puts the total inserted antenna cells at 0.
- In this run the remaining antenna-violating nets after routing total 0.

Final timing:
- Per the finish-stage timing summary, setup violations number 6.
- The run puts the final number of max-transition violations at 0.
- The run puts the shortest clock period the worst path allows after layout at around 1.1 ns.
- Setup repair after global routing could not meet its margin everywhere.
- The flow reports an fmax of a little under 0.9 GHz.
- Across all hold checks on the routed design, the worst slack comes to between 0.03 and 0.04 ns.
- The run gives the final critical-path share of the clock period as 1.13.
- The run gives the smallest setup slack after layout as -0.132 ns.
- The run puts the setup skew after layout at about 0.0032 ns.
- The run puts the setup TNS at -0.428 ns.
- The run puts the number of hold violations in the final report at 0.

GRT:
- The run puts the global-route wire length before repair at 1660 um.
- The run puts the number of global-route vias before repair at between 300 and 400.
- The run gives the total routing usage reported by global routing as 0.0333.
- The run gives the number of antenna violations at the first check in global routing as 0.
- The run puts the pin count of the biggest net entering global routing at 6.
- The run puts the total congestion overflow at 0.

Worst hold path:
- The run gives the class of the tightest hold or removal check as input port to register.
- The run gives the hold path endpoint as u2_ce$_DFFE_PN1P_.
- The run gives the depth of the worst hold-timing path as 1.
- The launch point of the worst min-delay path is recorded as data[0].

Power:
- The switching component of the power was reported as 0.000163 W.
- Cell internal power was estimated by the tool at between 0.0005 and 0.0006 W.
- The final power report lists total power as between 0.0007 and 0.0008 W.
- The run puts the power density over cell area at ~1000 nW/um^2.
- Summed over all cells, the static leakage comes to about 0.32 nW.
- The run puts the clock network fraction of total power at 0.328.
- The run puts the proportion of power drawn by flip-flops and latches at 0.418.
- The run gives the combinational power share as 0.255.
- The switching portion of total power comes to 0.226.
- Looking at the VDD voltage map, the peak drop is slightly below 900 uV.
power by group through the flow:
stage         sequential [W]  clock, W  combinational [W]
global route        0.000305  0.000259           0.000206
CTS                 0.000300  0.000245           0.000167
finish              0.000301  0.000236           0.000183
kinds of logic (layout without fill, tap and decap cells):
logic type	Yosys count	after routing	share of synthesized area
DFF	6	6	0.452
AOI/OAI and AO/OA	4	4	0.0788
and+or+nand+nor	10	10	0.233
buffers and inverters	9	38	0.172
other	2	5	0.0215
muxes	1	1	0.0430
through the flow:
step | instance area [um^2] | worst slack, ns
floorplan | 365 | -0.115
global placement | 643 | -0.813
detailed placement | 643 | -0.816
CTS | 634 | -0.134
global route | 688 | -0.151
finish | 688 | -0.132
area by class of cell:
type | instances | share of cell area
clock buffer | 4 | 0.0382
timing repair buffer | 32 | 0.375
sequential | 6 | 0.229
multi-input combinational | 20 | 0.264
inverter | 2 | 0.0109
tap | 46 | 0.0836
critical path: cells and delay by family:
family / cells / cell delay, ns
buffers and inverters: 2 / 0.23
and+or+nand+nor: 1 / 0.50
synthesized netlist by cell type:
master	number	share of area
mux2_4	1	0.043
conb_1	2	0.022
or3_1	1	0.018
nor2_1	1	0.011
or3_4	1	0.032
or4_2	2	0.050
o31ai_1	2	0.043
buf_4	7	0.15
dfrtp_1	3	0.22
o21ai_0	1	0.014
o21a_1	1	0.022
nand4b_4	1	0.068
inv_1	2	0.022
edfxtp_1	1	0.086
nand2_1	2	0.022
nor3_1	1	0.014
dfstp_2	2	0.15
nand2b_1	1	0.018
registers in the layout, summed over array words and instances (netlist names):
signal,cells
data,1
eeprom_clock,1
eeprom_di,1
device_ready,1
u2_ce,1
eeprom_foe,1
worst max-delay path by stage:
stage / startpoint / end / cells past startpoint
6_report: cs4 / u2_re / 3
5_1_grt: cs4 / u2_re / 3
4_1_cts: cs4 / u2_re / 3
what timing repair did:
item	in CTS	in global routing
buffers inserted	0	3
pin swaps	5	2
endpoints found under the setup margin	15	9
resized	63	10
metal layers:
layer / up-vias / wire, um / global-route usage
li1: 163 / - / -
met1: 153 / 614 / 0.0479
met2: 29 / 307 / 0.0329
met3: 0 / 209 / 0.0352
met4: 0 / 0 / 0
met5: - / 0 / 0
Power and IR drop assume default switching activity.
